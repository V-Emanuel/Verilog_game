File: flow/run.sh
#!/bin/bash
# OpenROAD 26Q1-2900-gdf79404cd8, Yosys 0.63+post, stock flow scripts
make -C /OpenROAD-flow-scripts/flow DESIGN_CONFIG=/design/flow/config.mk WORK_HOME=/design/flow/orfs finish
File: flow/config.mk
export PLATFORM = sky130hd
export DESIGN_NAME = Registerfile
export DESIGN_NICKNAME = Registerfile
export VERILOG_FILES = /design/flow/design.v
export SDC_FILE = /design/flow/constraint.sdc
export NUM_CORES = 4
export LEC_CHECK = 1
export CORE_UTILIZATION = 40
File: flow/constraint.sdc
current_design Registerfile

set clk_period 2.3
set clk_io_pct 0.2

create_clock -name clk0 -period $clk_period [get_ports {clk}]

set non_clock_inputs [all_inputs -no_clocks]
set_input_delay [expr $clk_period * $clk_io_pct] -clock clk0 $non_clock_inputs
set_output_delay [expr $clk_period * $clk_io_pct] -clock clk0 [all_outputs]
File: flow/design.v
module Registerfile (clk,we3,wa3,ra1,ra2,wd3,rd1,rd2, S0, S1, S2, S3, S4, S5, S6, S7, S8, S9, SA, SB, SC, SD, SE, SF);
input [7:0]wd3;
input [3:0]wa3,ra1,ra2;
input  we3, clk;
output reg[7:0]rd1,rd2;
output reg[7:0]S0, S1, S2, S3, S4, S5, S6, S7, S8, S9, SA, SB, SC, SD, SE, SF;
reg [7:0]registrador[15:0];
always@(posedge clk)
begin
if(we3==1)
registrador[wa3]<=wd3;
registrador[0]<=3'b00000000;
end
always@(*)
begin
rd1 <= registrador[ra1];
rd2 <= registrador[ra2];
S0 <= registrador[0];
S1 <= registrador[1];
S2 <= registrador[2];
S3 <= registrador[3];
S4 <= registrador[4];
S5 <= registrador[5];
S6 <= registrador[6];
S7 <= registrador[7];
S8 <= registrador[8];
S9 <= registrador[9];
SA <= registrador[10];
SB <= registrador[11];
SC <= registrador[12];
SD <= registrador[13];
SE <= registrador[14];
SF <= registrador[15];
end
endmodule
==> results.py <==
# Synthesis and PnR figures
metrics = {
    "drt": {
        "drt_first_pass_iters": 4,
        "routed_wl_mm": 19.4,
        "wl_per_cell_um": 22.8,
        "vias_per_cell": 5.48,
        "via_count": 4671,
        "n_antenna_cell": 0,
        "ant_nets": 0,
        "drcViolationCount": 0,
        "dr.first_iter.drc_count": 295,
    },
    "synth": {
        "ys_ff": 120,
        "synth_warnings": 1,
        "ys_seq_share": 0.620,
        "syn_avg_cell_area_um2": 17.3,
        "yosysCellCount": 335,
        "synthDistinctLibCells": 34,
        "async_flop_share": 0,
        "yosys-stat-area_mm2": 0.00581,
        "edf_count": 120,
        "syn_area_mm2": 0.00581,
        "flop_cell": "edfxtp_1",
        "netlist_instances": 335,
    },
    "power_and_ir_drop": {
        "p_seq_frac": 0.423,
        "p_sw_frac": 0.218,
        "comb_power_share": 0.132,
        "power.leakage_nw": 3.68,
        "intPower_w": 0.00459,
        "irDropWorstVdd_v": 0.000657,
        "clkPwrFrac": 0.445,
        "power_switching_w": 0.00128,
        "powerDensity_mw_per_mm2": 602,
        "power.total_w": 0.00587,
    },
    "worst_setup_path": {
        "worst-setup-path-type": "reg2out",
        "worstPathRequired_ns": 1.84,
        "path_max_fanout": 2,
        "crit_path_end_kind": "output pin",
        "worstPathArrival_ns": 1.97,
        "cp-start-kind": "register",
    },
    "floorplanning": {
        "row_count": 43,
        "core_mm2": 0.0140,
        "die_h_um": 123,
        "chipArea_mm2": 0.0150,
        "fp_util": 0.414,
        "io_pins": 166,
        "dieWidth_um": 123,
    },
    "sta": {
        "timing.final.crit_share": 1.06,
        "rsz0062_at_grt": "true",
        "setup_viol": 11,
        "finalHoldViolations": 0,
        "drv_slew": 0,
        "fmax_mhz": 412,
        "layout_min_cycle_time_ns": 2.43,
        "max_slew.worst_pin.slew_ns": 0.598,
        "setup_slack_ns": -0.129,
        "slew_headroom": 0.600,
    },
    "final_layout": {
        "area_delta_synth_final_pct": 67.7,
        "reg_top3": "registrador: 120 flops",
        "final_layout_size_suffix_gt1_frac": 0.481,
        "largest_register_ffs": 120,
        "largest-register": "registrador",
        "utilization": 0.694,
        "final_area_mm2": 0.00974,
    },
    "clock_tree": {
        "cts_root_buf": "clkbuf_16",
        "h-tree-depth": 4,
        "cts_buffers": 17,
        "clockBufferDepth": 2,
        "clk_pin_slew_worst_paths_ns": 0.05,
        "cts_sinks": 120,
        "cts_tree": "done",
    },
    "global_routing": {
        "first_global_vias": 4890,
        "grt_pass1_wl_mm": 28.5,
        "overflow": 0,
        "grt_antenna_before_repair": 0,
        "grt.total_usage": 0.289,
        "grt_max_degree": 17,
    },
    "place": {
        "place_ws_ns": -0.746,
        "gp_congestion": 0.950,
        "dpl.hpwl_mm": 13.2,
        "placed_area_mm2": 0.00831,
        "port_buffers": 157,
    },
    "status": {
        "violations": "negative setup slack",
        "outcome": "complete, but fails checks",
    },
    "run": {
        "warning_count": 27,
        "drv_cap": 0,
    },
    "min_path": {
        "min_path_type": "in2reg",
    },
}
==> critical path, stage by stage, from the launching register on <==
cell      delay (ns)
edfxtp_1        0.39
mux4_2          0.54
mux4_2          0.49
buf_2           0.13
==> area by class of cell <==
type / instances / area, um^2
multi-input cells: 189 / 2240
inverters: 2 / 7.51
clock inverters: 14 / 158
fillers: 914 / 4300
clock buffers: 18 / 429
well taps: 180 / 225
flip-flops and latches: 120 / 3600
repair buffers: 329 / 3080
==> path summary, 6_finish.rpt <==
path | start | end | slack, ns | depth (start not counted)
max | registrador[11][0] | rd2[0] | -0.13 | 3
min | wa3[0] | registrador[12][4] | 0.94 | 2
==> cell families (layout without fill, tap and decap cells) <==
family,after synthesis,in the layout,share of synthesized area
AND-OR/OR-AND,53,53,0.0694
AND/OR/NAND/NOR,44,44,0.0358
buffers and inverters,33,363,0.0373
flip-flops,120,120,0.620
multiplexers,84,84,0.237
other,1,8,0.000646
==> cells in the mapped netlist (2+ instances only) <==
| master | number | area [um^2] |
|---|---|---|
| buf_1 | 3 | 11.3 |
| a22oi_1 | 4 | 30.0 |
| clkbuf_1 | 5 | 18.8 |
| a221oi_1 | 7 | 61.3 |
| o211ai_1 | 4 | 30.0 |
| nand2_1 | 6 | 22.5 |
| mux4_2 | 39 | 878 |
| mux2_2 | 23 | 259 |
| nand2b_1 | 3 | 18.8 |
| nand3_1 | 5 | 25.0 |
| nor3_1 | 3 | 15.0 |
| nand3b_1 | 2 | 15.0 |
| o221ai_1 | 3 | 26.3 |
| edfxtp_1 | 120 | 3600 |
| a21oi_1 | 16 | 80.1 |
| buf_4 | 12 | 90.1 |
| a221o_1 | 8 | 80.1 |
| buf_2 | 7 | 35.0 |
| nor2_1 | 19 | 71.3 |
| buf_6 | 3 | 33.8 |
| nor2b_1 | 4 | 25.0 |
| inv_1 | 2 | 7.51 |
| o22a_1 | 3 | 26.3 |
| mux2i_1 | 20 | 200 |
| a22o_1 | 5 | 43.8 |
==> per-stage QoR <==
stage                     std cells  setup TNS [ns]  hold WS (ns)
after floorplan                 342               0         0.559
after global placement          757          -10.20          1.27
after detailed placement        757          -10.55          1.27
after CTS                       849          -0.721         0.911
after global routing            852           -1.52         0.952
final                           852          -0.605         0.937
==> power by group through the flow <==
stage	sequential [W]	clock [W]	combinational (W)
finish	0.00248	0.00261	0.000775
CTS	0.00248	0.00264	0.000744
global route	0.00249	0.00274	0.000825
==> cells in the final DEF, fill, tap and decap left out, types with 3 or more instances in the layout <==
master / instances
a21oi_1: 4
a21oi_2: 12
a221o_1: 8
a221oi_2: 5
a22o_1: 5
a22oi_1: 4
buf_12: 9
buf_16: 5
buf_2: 17
buf_4: 145
buf_6: 12
bufinv_16: 3
clkbuf_16: 18
clkdlybuf4s50_1: 134
clkinv_2: 3
clkinvlp_4: 6
conb_1: 8
edfxtp_1: 120
mux2_2: 18
mux2_4: 5
mux2i_1: 13
mux2i_2: 4
mux2i_4: 3
mux4_2: 40
nand2_1: 5
nand3_1: 5
nor2_1: 17
nor3_1: 3
o211ai_1: 4
o22a_1: 3
==> routing by layer <==
layer / wire (um) / track usage / vias to the layer above
met4: 233 / 0.0366 / 0
met2: 9080 / 0.413 / 270
met5: 0 / 0 / -
li1: - / - / 2043
met1: 7580 / 0.441 / 2341
met3: 2550 / 0.154 / 17
==> what timing repair did <==
action	CTS	global route
cloned	5	1
resized	129	18
hold buffers	0	0
hold endpoints to repair	0	0
setup endpoints to repair	16	16
setup buffers	56	5
pin swaps	25	14
No activity file was given, so power comes from the tool's default toggle rates.
