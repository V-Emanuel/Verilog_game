==> ./design.v <==
module vga_sync(
   input iCLK,  
   input iRST_N,
   input [9:0] iRed,
   input [9:0] iGreen,
   input [9:0] iBlue,
   output [9:0] px,
   output [9:0] py,
   output  [9:0] VGA_R,
   output  [9:0] VGA_G,
   output  [9:0] VGA_B,
   output reg VGA_H_SYNC,
   output reg VGA_V_SYNC,
   output VGA_SYNC,
   output VGA_BLANK
);
assign	VGA_BLANK	=	VGA_H_SYNC & VGA_V_SYNC;
assign	VGA_SYNC	=	1'b0;
reg [9:0] h_count, v_count;
assign px = h_count;
assign py = v_count;
parameter H_SYNC_TOTAL = 800;
parameter H_PIXELS =     640;
parameter H_SYNC_START = 659;
parameter H_SYNC_WIDTH =  96;
always@(posedge iCLK or negedge iRST_N)
begin
   if(!iRST_N)
   begin
      h_count <= 10'h000;
      VGA_H_SYNC <= 1'b0;
   end
   else
   begin
      if (h_count < H_SYNC_TOTAL-1) h_count <= h_count + 1'b1;
      else h_count <= 10'h0000;
      if (h_count >= H_SYNC_START && 
	h_count < H_SYNC_START+H_SYNC_WIDTH) VGA_H_SYNC = 1'b0;
      else VGA_H_SYNC <= 1'b1;
   end
end
parameter V_SYNC_TOTAL = 525;
parameter V_PIXELS     = 480;
parameter V_SYNC_START = 493;
parameter V_SYNC_WIDTH =   2;
parameter H_START = 699;
always @(posedge iCLK or negedge iRST_N)
begin
   if (!iRST_N)
   begin
      v_count <= 10'h0000;
      VGA_V_SYNC <= 1'b0;
   end
   else if (h_count == H_START)
   begin
      if (v_count < V_SYNC_TOTAL-1) v_count <= v_count + 1'b1;
      else v_count <= 10'h0000;
      if (v_count >= V_SYNC_START && 
		v_count < V_SYNC_START+V_SYNC_WIDTH) VGA_V_SYNC = 1'b0;
      else VGA_V_SYNC <= 1'b1;
   end
end
wire video_h_on = (h_count<H_PIXELS);
wire video_v_on = (v_count<V_PIXELS);
wire video_on = video_h_on & video_v_on;
assign VGA_R = (video_on? iRed: 10'h000);
assign VGA_G = (video_on? iGreen: 10'h000);
assign VGA_B = (video_on? iBlue: 10'h000);
endmodule
==> ./run.sh <==
#!/bin/bash
# OpenROAD 26Q1-2900-gdf79404cd8, Yosys 0.63+post, stock flow scripts
make -C /OpenROAD-flow-scripts/flow DESIGN_CONFIG=/design/flow/config.mk WORK_HOME=/design/flow/orfs finish
==> ./config.mk <==
export PLATFORM = sky130hd
export DESIGN_NAME = vga_sync
export DESIGN_NICKNAME = vga_sync
export VERILOG_FILES = /design/flow/design.v
export SDC_FILE = /design/flow/constraint.sdc
export NUM_CORES = 4
export LEC_CHECK = 1
export CORE_AREA = 10 10 96 96
export DIE_AREA = 0 0 106 106
==> ./constraint.sdc <==
current_design vga_sync

set clk_period 2.3
set clk_io_pct 0.2

create_clock -name clk0 -period $clk_period [get_ports {iCLK}]

set non_clock_inputs [all_inputs -no_clocks]
set_input_delay [expr $clk_period * $clk_io_pct] -clock clk0 $non_clock_inputs
set_output_delay [expr $clk_period * $clk_io_pct] -clock clk0 [all_outputs]
==> run notes <==
fresh numbers from the pnr run: outcome finished, violations left, violations in the final reports negative setup slack, Core Area 7210 um^2, vias in the first global route 1325, Worst Tran Pin Value 0.541 ns, Rows 31, HPWL Detailed 3750 um, root buf cell clkbuf_8, die area 11200 um^2, final worst slack -0.0288 ns, Syn Std Cell Area 1400 um^2, remaining global-route overflow 0, Synth area leader dfrtp_1, CP required 1.84 ns, proportion of layout cells with a drive suffix above 1 10.2%, Critical Path AT 1.87 ns, yosys cell count 152, crit-path cells o21a_1 > nor3_2 > buf_12 > and2_1 > clkdlybuf4s50_1, Final Max Tran Viols 0, total CTS buffers 3, Max Cap Viol 0, slowest cell on the critical path clkdlybuf4s50_1, Leak Pwr 1.01 nW, NetSw 0.144 mW, CTS max path bufs 2, clock power share 34.9%, sequential power share 49.3%, main flop type dfrtp_1, layout overhead on the synthesized area 78.2%, setup TNS -0.299 ns, hold crit path type reg2reg, Synthesized registers 22, Unique cell types 36, Post-synth EDFFs 0, Mapped Avg Cell Area 9.19 um^2, DRT Pass-1 Iters 4, Critical Path Sink Type output pin, fraction of registers with async set/reset 100%, clk ins delay skew pair 0.26 ns, CTS tree done, Post-CTS Repair Setup Buffers 0, I/O Buffers 84, I/O Pins 86, sequential fraction of the synthesis area 39.4%, Final period util 101%, first-pass GRT wire length 7290 um, Mapped Cells 152, initial antenna violation count 0, Slew headroom 63.6%, placed instance count 339, WS Path Type reg2out, Vias/cell 4.01, post-synthesis chip area from yosys 1400 um^2, ANT cells 0, GR Util All Layers 7.71%, Via Count 1374, Max VDD drop 0.162 mV, Max stage delay on crit path 0.47 ns, FMAX 429 MHz, Non-Filler Instances 343, biggest area cells dfrtp_1 (39%), and2_1 (15%), xnor2_1 (5.0%), nor2_1 (4.3%), nand3_1 (3.9%), Setup violations, final 27, final wirelength 4530 um, Gate power share 15.8%, final-report hold violation count 0, Die Wd 106 um, Internal 0.640 mW, GPL Wtd Cong 0.802, CP Launch Type flip-flop, DRC Markers 0, pwr/cell area 315 nW/um^2, tool warnings 29, RSZ-0062 raised after global routing yes, clk sink count 22, DP Worst Slack 0.223 ns, Ys Warns 1, antenna viol nets, final 0, fin util 34.5%, top cell type's share of synthesized area 39.4%, H-Tree Level Count 1, Iter 0 DRT Violations 73, Crit Path Max Fanout 30, die height 106 um, skew final 0.00144 ns, largest net degree at the start of global routing 31, minimum clock period after layout 2.33 ns, WL per Instance 13.2 um, sw frac 18.4%, fp util 19.4%, Clk pin slew, worst setup/hold paths 0.08 ns
## final timing paths
path | cells past startpoint | slack, ns | endpoint | startpoint
worst max-delay path | 5 | -0.03 | VGA_B[9] | h_count[9]
worst min-delay path | 1 | 0.51 | h_count[0] | h_count[0]
worst max register to register | 5 | 0.40 | v_count[3] | h_count[0]
worst min register to register | 1 | 0.51 | h_count[0] | h_count[0]
max in group asynchronous | 2 | 1.52 | h_count[9] | iRST_N
min in group asynchronous | 2 | 0.54 | h_count[0] | iRST_N
## cell usage in the layout, fill, tap and decap left out, drive strengths merged, types with 5 or more instances in the layout
master         netlist  final
buf                  2      9
nor2                17     17
nor4                 6      6
nand2                7      7
xnor2                8      8
nand3               11     11
dfrtp               22     22
a21oi                5      5
nor3                 5      5
and2                33     33
clkdlybuf4s50        0     81
## synthesized netlist by cell type, types with 2 or more instances
master / n
dfrtp_1: 22
ha_1: 4
a21oi_1: 5
nand3_1: 11
xor2_1: 3
nor3_2: 2
nor3_1: 3
clkbuf_1: 3
nor2_1: 16
inv_1: 3
o21ai_0: 4
mux2i_1: 2
nor4_1: 4
xnor2_1: 8
nor4_2: 2
and2_1: 33
and4_1: 2
nand2_1: 7
## power groups by stage
stage	logic (mW)	clock network, mW	registers, mW
5_1_grt	0.136	0.307	0.386
6_report	0.124	0.274	0.386
4_1_cts	0.127	0.281	0.386
## cell type report
class | instances | area (um^2)
Clock buffer | 4 | 55.1
Fill cell | 743 | 4720
Inverter | 3 | 11.3
Multi-Input combinational cell | 122 | 820
Sequential cell | 22 | 552
Tap cell | 99 | 124
Timing Repair Buffer | 93 | 928
## per-stage QoR
stage / hold slack, ns / power (mW) / cell area, um^2
2_1_floorplan: 0.164 / 0.408 / 1400
3_3_place_gp: 0.499 / 0.521 / 2420
3_5_place_dp: 0.509 / 0.521 / 2420
4_1_cts: 0.519 / 0.794 / 2480
5_1_grt: 0.551 / 0.830 / 2490
6_report: 0.512 / 0.784 / 2490
## metal layers
layer / global-route usage [%] / vias up / part of all wire (%)
met2: 11.6 / 69 / 39
met1: 10.3 / 597 / 48
met3: 3.55 / 5 / 11
met5: 0 / - / 0
met4: 0.774 / 0 / 1.1
li1: - / 703 / -
## state kept, by name (all words and copies together) (netlist names)
signal and cells:
VGA_V_SYNC 1, v_count 10, h_count 10, VGA_H_SYNC 1
## kinds of logic (layout without fill, tap and decap cells)
kind of cell | Yosys count | in the layout | synth area share (%)
muxes | 2 | 2 | 1.43
xor gates and xnor gates | 11 | 11 | 6.89
and+or+nand+nor | 90 | 90 | 39.7
AOI/OAI and AO/OA | 14 | 14 | 6.27
adders and majority gates | 4 | 4 | 3.58
buffers and inverters | 8 | 100 | 2.51
other | 1 | 1 | 0.268
DFF | 22 | 22 | 39.4
## worst max-delay path, delay by kind of cell (launching register included)
family	cells	cell delay (ns)
buffers and inverters	2	0.66
AOI/OAI and AO/OA	1	0.14
and+or+nand+nor	2	0.35
DFF	1	0.45
## timing repair
action,4_1_cts,5_1_grt
endpoints found under the hold margin,0,0
resized,1,4
setup endpoints to repair,30,30
pin swaps,1,1
hold buffers,0,0
Power figures rest on the tool's default switching activity, not on a simulated workload.
