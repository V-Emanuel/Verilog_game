$ cat ./run.sh
#!/bin/bash
# OpenROAD 26Q1-2900-gdf79404cd8, Yosys 0.63+post, stock flow scripts
make -C /OpenROAD-flow-scripts/flow DESIGN_CONFIG=/design/flow/config.mk WORK_HOME=/design/flow/orfs finish
$ cat ./design.v
module ULA(SrcA,SrcB,ULAControl,ULAResult,FlagZ);
input [7:0]SrcA,SrcB;
input [2:0]ULAControl;
output reg[7:0]ULAResult;
output reg FlagZ;
always@(*)
begin
case(ULAControl)
3'b000:ULAResult = SrcA & SrcB;
3'b001:ULAResult = SrcA | SrcB;
3'b010:ULAResult = SrcA + SrcB;
3'b011:ULAResult = ~(SrcA + SrcB);  
3'b100:ULAResult = SrcA ^ SrcB ;  
3'b101:if(SrcA == SrcB)  
begin
ULAResult = 1;
FlagZ = 0;
end
else
begin
ULAResult = 0;
FlagZ = 1;
end
3'b110:if(SrcA == SrcB)  
begin
ULAResult = 0;
FlagZ = 1;
end
else
begin
ULAResult = 1;
FlagZ = 0;
end 
3'b111:if(SrcA<SrcB)
ULAResult = 1;
else
ULAResult = 0;
endcase
end
endmodule
$ cat ./constraint.sdc
current_design ULA

set clk_period 8.5
set clk_io_pct 0.2

create_clock -name clk0 -period $clk_period

set non_clock_inputs [all_inputs -no_clocks]
set_input_delay [expr $clk_period * $clk_io_pct] -clock clk0 $non_clock_inputs
set_output_delay [expr $clk_period * $clk_io_pct] -clock clk0 [all_outputs]
$ cat ./config.mk
export PLATFORM = sky130hd
export DESIGN_NAME = ULA
export DESIGN_NICKNAME = ULA
export VERILOG_FILES = /design/flow/design.v
export SDC_FILE = /design/flow/constraint.sdc
export NUM_CORES = 4
export LEC_CHECK = 1
export CORE_AREA = 10 10 91 91
export DIE_AREA = 0 0 101 101
==> flow_summary.ini <==
; generated from flow reports
[status]
outcome = completed

[synth]
synth_cell_types = 36
synthesis.area_um2 = 1110
ys_chip_area_um2 = 1110
edf_count = 0
top_area_cell = ha_1
syn_inst = 154
yosysWarnings = 1
ys_async_sr_fraction = 0
synth_top_area_share = 0.294
ys_seq_elements = 1
synthTopCellsByArea = ha_1, inv_1, a21oi_1, xnor2_1, o22a_1
ff_type = dlxtn_1
syn_avg_cell_area_um2 = 7.19
yosysCellCount = 154

[cells_and_area]
final_cell_count_no_fill = 253
largest_reg_flops = 1
layout.cells.most_common = clkdlybuf4s50_1
lay_top_cells = clkdlybuf4s50_1, ha_1, inv_1
ff_latch_area_um2 = 15.0
post_route_cells_drive_above_1_share = 0.0284
syn2layout_area_growth_pct = 32.3
mi_logic_area_um2 = 987
fillers = 693

[power_and_ir_drop]
p_leak_uw = 0.000646
p_per_area_nw_per_um2 = 54.3
peakVddDrop_v = 0.0000236
power_uw = 79.6

[sta]
fmax_ghz = 0.160
unclocked_regs = 1
final_hold_viol_count = 0
period_needed_ns = 6.25
finalSetupViolations = 0
fin_ws_ns = 2.25
untimed_endpoints = 2
setup_tns_ns = 0
relSlewSlack = 0.480
worstMarginPinSlew_ns = 0.777
drv_slew = 0
min_period_over_period = 0.736
rsz0062_at_grt = false

[detailed_routing]
vias = 1074
diodes = 0
detail-route-antenna-nets = 0
drt_wl_total_um = 2940
drt_iter0_drc = 48
vias_per_cell = 4.25
firstDrtPassIters = 4
drt-wirelength-per-cell_um = 11.6
drc = 0

[min_path]
worstHoldPathCells = 7
hold_end = ULAResult[0]
hold_path.class = in2out
min-delay-start = SrcB[7]

[setup_path]
endpoint_kind = output pin
crit_slowest_cell = or4_4
critPathKind = in2out
critPathLaunchType = input pin
required_ns = 6.80
critPathMaxFanout = 6
crit_chain = clkdlybuf4s50_1, inv_1, ha_1, or4_4, or4b_4, ha_1, o21ai_0, o211ai_1, clkdlybuf4s50_1
cp_slowest_stage_delay_ns = 0.54
crit_family = simple AND/OR/NAND/NOR gates
cp.arrival_ns = 4.55
crit_buf_inv = 3

[job]
drv_cap = 0
warning_count = 49

[global_route]
grt_max_degree = 27
antenna_found_initial = 0
grt_overflow = 0
grt_pass1_wl_um = 4940
track_usage = 0.0565
grt_pass1_vias = 1010

[floorplanning]
fp_util = 0.174
core-area_um2 = 6350
floorplan.rows = 29
die_h_um = 101
die-area_um2 = 10200
ios = 28
fp.dieW_um = 101

[placement]
pre_cts_ws_ns = 2.24
port_buffers = 28
hpwl_um = 2430
gp_congestion = 0.817
dp.cells = 253

[clock_network]
hold_buffers = 0
cts_resized = 0
postCtsSetupRepairBufs = 0
## cell families (layout without fill, tap and decap cells)
family          count (synthesis)  in the layout  share of synthesized area
buf+inv                        28             50                     0.0949
latches                         1              1                     0.0136
mux                             5              5                     0.0463
simple gates                   35             35                      0.164
fa+ha+maj                      27             27                      0.312
xor+xnor                       11             11                     0.0870
compound gates                 47             47                      0.282
## per-layer routing
layer	track usage	wire length, µm	up-vias
li1	-	-	577
met1	0.0822	1460	474
met2	0.0875	1260	23
met3	0.0139	229	0
met4	0	0	0
met5	0	0	-
## worst max path at each step
stage / start / to / slack (ns) / cells after the start
6_report: SrcA[6] / ULAResult[0] / 2.25 / 9
5_1_grt: SrcA[6] / ULAResult[0] / 2.09 / 9
4_1_cts: SrcA[6] / ULAResult[0] / 2.23 / 9
## area by class of cell
class / instances / share of cell area
tap: 77 / 0.0658
sequential: 1 / 0.0102
multi-input combinational: 125 / 0.674
inverter: 21 / 0.0538
timing repair buffer: 29 / 0.196
## metrics by stage
stage,utilization,hold slack [ns],cell area (µm²)
after floorplan,-,3.67,1110
after global placement,0.231,4.67,1470
after detailed placement,0.231,4.67,1470
after CTS,0.231,4.68,1470
after global routing,0.231,4.75,1470
final,0.231,4.67,1470
## cell usage after synthesis, types with 2 or more instances
| cell | number |
|---|---|
| xnor2_1 | 8 |
| nand2b_1 | 2 |
| a211oi_1 | 2 |
| ha_1 | 26 |
| nor2b_1 | 5 |
| a32oi_1 | 2 |
| o22ai_1 | 3 |
| clkbuf_1 | 6 |
| xor2_1 | 3 |
| o22a_1 | 5 |
| o21bai_1 | 3 |
| a21oi_1 | 14 |
| o21ai_0 | 7 |
| inv_1 | 21 |
| nor2_1 | 10 |
| mux2i_1 | 4 |
| a21o_1 | 2 |
| o211ai_1 | 4 |
| nand2_1 | 10 |
## tightest hold or removal path, cell delays in order
cell and delay (ns):
clkdlybuf4s50_1 0.42, inv_1 0.08, ha_1 0.15, nor3b_1 0.05
o21ai_0 0.07, o211ai_1 0.08, clkdlybuf4s50_1 0.41
## where the power goes
group          switching (µW)  internal [µW]  total (µW)  leakage, µW
Sequential             0.0303          0.441       0.471   0.00000840
Combinational            37.2           41.9        79.1     0.000638
Clock                       0              0           0            0
Total                    37.2           42.3        79.6     0.000646
Power and IR drop assume default switching activity.
